### design.v
 module Data_Memory  
 (  
      input                         clk,  
      input     [31:0]               mem_access_addr,  
      input     [31:0]               mem_write_data,  
      input                         mem_write_en,  
      input mem_read,  
      output     [31:0]               mem_read_data  
 );  
      integer i;  
      reg [31:0] ram [255:0];  
      wire [7 : 0] ram_addr = mem_access_addr[8 : 1];  
      initial begin  
           for(i=0;i<256;i=i+1)  
                ram[i] <= 32'd0;  
      end  
      always @(posedge clk) begin  
           if (mem_write_en)  
                ram[ram_addr] <= mem_write_data;  
      end  
      assign mem_read_data = (mem_read==1'b1) ? ram[ram_addr]: 32'd0;   
 endmodule   
### run.sh
#!/bin/bash
# OpenROAD 26Q1-2900-gdf79404cd8, Yosys 0.63+post, stock flow scripts
make -C /OpenROAD-flow-scripts/flow DESIGN_CONFIG=/design/flow/config.mk WORK_HOME=/design/flow/orfs finish
### config.mk
export PLATFORM = sky130hd
export DESIGN_NAME = Data_Memory
export DESIGN_NICKNAME = Data_Memory
export VERILOG_FILES = /design/flow/design.v
export SDC_FILE = /design/flow/constraint.sdc
export NUM_CORES = 4
export LEC_CHECK = 1
export CORE_UTILIZATION = 40
export SYNTH_MEMORY_MAX_BITS = 65536
### constraint.sdc
current_design Data_Memory

set clk_period 56.5
set clk_io_pct 0.2

create_clock -name clk0 -period $clk_period [get_ports {clk}]

set non_clock_inputs [all_inputs -no_clocks]
set_input_delay [expr $clk_period * $clk_io_pct] -clock clk0 $non_clock_inputs
set_output_delay [expr $clk_period * $clk_io_pct] -clock clk0 [all_outputs]
==> impl_metrics.csv <==
group,metric,value,unit
yosys,ys_sh_aoi,3.926,%
setup_path,cpLargestDelayFamily,"buffers and inverters",
run,tool_warnings,56,
power_and_ir_drop,power.switching,0.002687,W
setup_path,crit_type,"input pin to primary output",
global_routing,grt_max_degree,117,
route,drtPass1Iterations,5,
yosys,ys_sh_mux,14.04,%
yosys,synth.distinct_cells,56,
route,ant_nets,0,
final_timing,finalCritPeriodShare,54.89,%
global_routing,antenna_found_initial,51,
global_routing,grt_pass1_wl,1251000,µm
final_timing,fin_crit,31010,ps
run_status,status,"complete, no violations",
yosys,ff_type,"edfxtp_1",
setup_path,end_kind,"primary output",
cts,cts_buffer_depth,4,
final_layout,area_growth,13.59,%
placed_design,place.gp.congestion,0.9013,
cts,cts_setup_buffers,0,
final_timing,finalHoldViolations,0,
yosys,synth-adder-area-share,0,%
final_layout,largest_register_ffs,8192,
placed_design,hpwlAfterDp,516000,µm
cts,cts.sinks,8192,
setup_path,setup.worst_path.start_class,"input pin",
setup_path,crit_top_cell,"buf_4",
yosys,synthSimpleGateAreaFrac,2.218,%
route,remaining_drc_errors,0,
cts,cts_resized,0,
yosys,ys_seq_elements,8192,
power_and_ir_drop,p_sw_share,21.80,%
setup_path,crit_required,45200,ps
power_and_ir_drop,ir_worst_vdd,0.04352,mV
die,core,0.7828,mm²
cts,cts_made_buffers,801,
setup_path,crit_slowest_cell,"buf_4",
final_layout,drive_above_1_share,22.52,%
min_path,hold_class,"input pin to register",
die,die_x,888.2,µm
final_timing,max_slew_margin,16.72,%
setup_path,crit_buf_inv,10,
final_timing,worst_pin_slew,1246,ps
yosys,topCombFamilyByArea,"multiplexers",
route,drt_iter0_drc,10740,
power_and_ir_drop,power_frac_seq,54.4,%
setup_path,critical_path.startpoint,"mem_access_addr[2]",
setup_path,crit_arrival,19710,ps
yosys,edf_count,8192,
power_and_ir_drop,comb_power_share,4.9,%
final_timing,fmax,0.03225,GHz
cts,cts_tree,"done",
global_routing,grt_use_total,24.88,%
placed_design,portBuffers,74,
route,vias_per_cell,5.739,
power_and_ir_drop,power.total,0.01233,W
yosys,synth_seq_share,78.30,%
run,drv_cap,0,
yosys,synthArstFlopShare,0,%
final_timing,slew_viol_final,0,
power_and_ir_drop,p_leak,112.1,nW
route,wl_per_cell,32.86,µm
final_timing,setup_total_negative_slack,0,ps
min_path,hold_start,"mem_write_data[17]",
die,placementRows,325,
yosys,syn_area_per_cell,20.53,µm²
yosys,synth_area,0.3142,mm²
placed_design,pre_cts_slack,25500,ps
final_layout,largest_register,"ram",
final_timing,rsz0062_at_grt,"false",
global_routing,grt_pass1_vias,167600,
route,num_vias,156400,
yosys,syn_inst,15300,
cts,htreeDepth,6,
final_timing,setup_ws,25490,ps
cts,clk_pin_slew_worst_paths,60,ps
yosys,yosys_cells,15300,
yosys,yosysWarnings,1,
power_and_ir_drop,intPower,0.009639,W
die,floorplan.core_util,40.13,%
power_and_ir_drop,power-per-cell-area,34.54,mW/mm²
route,drt_wl_total,895100,µm
global_routing,overflow,0,
setup_path,critPathMaxStageDelay,690,ps
cts,cts.root.buffer_cell,"clkbuf_16",
setup_path,cp_cell_sequence,"buf_16 -> buf_4 -> buf_4 -> buf_4 -> buf_4 -> buf_4 -> buf_4 -> buf_4 -> buf_4 -> mux2i_1 -> o22ai_1 -> nor4_1 -> nand4_1 -> o21ai_0 -> a21oi_1 -> and3_1 -> clkdlybuf4s50_1",
die,pin_count,99,
final_timing,setup_violations,0,
yosys,xor_share,0,%
power_and_ir_drop,pwr-share-clk,40.7,%
setup_path,cp_max_fo,83,
cts,cts_hold_buf,0,
final_layout,reg_top3,"ram (8192)",
die,die_height,888.2,µm
yosys,synth_chip_area,0.3142,mm²
die,die_area,0.7889,mm²
-- power by group through the flow --
stage                 clock [W]  sequential [W]  combinational, W
after CTS               0.00509         0.00670          0.000604
after global routing    0.00533         0.00670          0.000643
final                   0.00502         0.00670          0.000605
-- layout by cell type, fill, tap and decap left out, types with 188 or more instances in the layout --
cell type	netlist	layout
mux2i_1	1418	1418
a21oi_1	383	383
nor2_4	0	254
clkbuf_16	0	810
mux4_2	1154	1154
buf_4	98	827
mux2_2	348	348
nor2_1	480	226
edfxtp_1	8192	8192
nor2b_1	192	188
o22ai_1	416	416
clkinv_1	0	188
o21ai_0	349	349
clkbuf_1	378	205
-- synth_stat cells, types with 27 or more instances --
cell type / count / area, µm²
nor2_1: 480 / 1802
a22o_1: 32 / 280.3
o22ai_1: 416 / 2603
nand4_1: 135 / 844.6
nor4_1: 82 / 513.0
o221ai_1: 62 / 543.0
mux4_2: 1154 / 25990
nand3_1: 181 / 905.9
nor3_1: 37 / 185.2
buf_2: 325 / 1627
a221oi_1: 126 / 1104
a211oi_1: 181 / 1359
nand2_1: 167 / 626.9
o21ai_0: 349 / 1747
o211ai_1: 31 / 232.7
clkbuf_1: 378 / 1419
mux2i_1: 1418 / 14190
mux2_2: 348 / 3919
a2111oi_0: 155 / 1358
buf_4: 98 / 735.7
a2111oi_1: 27 / 270.3
buf_1: 60 / 225.2
or4_1: 31 / 232.7
buf_6: 54 / 608.1
a22oi_1: 70 / 525.5
a21oi_1: 383 / 1917
and3_1: 34 / 212.7
o32ai_1: 30 / 262.8
edfxtp_1: 8192 / 246000
nor2b_1: 192 / 1201
-- path summary, 6_finish.rpt --
| check | to | slack [ps] | depth (start not counted) |
|---|---|---|---|
| setup / recovery | mem_read_data[29] | 25490 | 17 |
| hold / removal | ram[228][17] | 10520 | 1 |
-- through the flow --
step	cell area (µm²)	cells	hold WS (ps)	utilization [%]
2_1_floorplan	314200	15300	11400	-
3_3_place_gp	332400	25760	11690	42.46
3_5_place_dp	332400	25760	11700	42.46
4_1_cts	356700	27190	10440	45.57
5_1_grt	356800	27200	10490	45.58
6_report	356900	27240	10520	45.59
-- cell families after synthesis --
family                 after synthesis
flip-flops                        8192
AND-OR/OR-AND                     1877
AND/OR/NAND/NOR                   1387
multiplexers                      2920
buffers and inverters              927
-- area by class of cell --
cell class                 count  area [µm²]
antenna                       48       120.1
clock inverter               418        3342
timing repair buffer         918        7483
inverter                       3       18.77
multi-input combinational   6184       65770
sequential                  8192      246000
tap                        10460       13090
fill                       64050      425900
clock buffer                1015       21040
-- routing by layer --
layer / up-vias / track usage, % / routed length, µm
met3: 1623 / 23.91 / 194500
li1: 65620 / - / -
met4: 90 / 7.871 / 37890
met5: - / 3.655 / 3802
met2: 10820 / 33.71 / 390500
met1: 78200 / 27.53 / 268400
No activity file was given, so power comes from the tool's default toggle rates.
