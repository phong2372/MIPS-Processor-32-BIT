==> flow/design.v <==
module GPRs(
 input    clk,
 input    reg_write_en,
 input  [4:0] write_reg,
 input  [31:0] write_data,
 input [31:0] write_lo,write_hi,
 input  [4:0] read_reg_1,
 output  [31:0] read_data_1,
 input  [4:0] read_reg_2,
 output  [31:0] read_data_2,
 output [31:0] r0,r1,r2,r3,r4,r5,r6,r7,lo,hi
);
 reg [31:0] reg_array [33:0];
 integer i;
 initial begin
  for(i=1;i<34;i=i+1)
   reg_array[i] <= 32'd0;
 end
 always @ (posedge clk ) begin
   if(reg_write_en) begin
    reg_array[write_reg] <= write_data;
	 reg_array[32] <= write_lo;
	 reg_array[33] <= write_hi;
   end
	 reg_array[0] <= 32'd0;
 end
 assign read_data_1 = reg_array[read_reg_1];
 assign read_data_2 = reg_array[read_reg_2];
 assign r0 = reg_array[0];
 assign r1 = reg_array[1];
 assign r2 = reg_array[2];
 assign r3 = reg_array[3];
 assign r4 = reg_array[4];
 assign r5 = reg_array[5];
 assign r6 = reg_array[6];
 assign r7 = reg_array[7];
 assign lo = reg_array[32];
 assign hi = reg_array[33];
endmodule
==> flow/run.sh <==
#!/bin/bash
# OpenROAD 26Q1-2900-gdf79404cd8, Yosys 0.63+post, stock flow scripts
make -C /OpenROAD-flow-scripts/flow DESIGN_CONFIG=/design/flow/config.mk WORK_HOME=/design/flow/orfs finish
==> flow/config.mk <==
export PLATFORM = sky130hd
export DESIGN_NAME = GPRs
export DESIGN_NICKNAME = GPRs
export VERILOG_FILES = /design/flow/design.v
export SDC_FILE = /design/flow/constraint.sdc
export NUM_CORES = 4
export LEC_CHECK = 1
export CORE_UTILIZATION = 30
==> flow/constraint.sdc <==
current_design GPRs

set clk_period 12.8
set clk_io_pct 0.2

create_clock -name clk0 -period $clk_period [get_ports {clk}]

set non_clock_inputs [all_inputs -no_clocks]
set_input_delay [expr $clk_period * $clk_io_pct] -clock clk0 $non_clock_inputs
set_output_delay [expr $clk_period * $clk_io_pct] -clock clk0 [all_outputs]
==> results.ini <==
[run_status]
status=finished clean

[synth]
synthCells=2544
syn-cell-area_sq_um=48260
ys_cells=2544
top_area_cell=edfxtp_1
synth.most_common_cell=edfxtp_1
top_area_frac=0.6571
synth_flop_count=1056
common_cells=1,056 x edfxtp_1, 384 x mux4_2, 192 x a22o_1
area_leaders=edfxtp_1 66%, mux4_2 18%, a22o_1 3.5%, mux2i_1 3.3%, mux2_2 1.5%
synth_cell_types=27
synth-edff-count=1056
ys_area_sq_um=48260
yosys_most_used_dff=edfxtp_1
post_synth.cell_area_avg_sq_um=18.97
synth-async-reset-ratio=0
synth_seq_share=0.6571
yosysWarnings=1

[sta]
finalSetupTns_ns=0
max_slew_margin=0.3152
fmax_mhz=115.5
worstMarginPinSlew_ns=1.021
fin_crit_sh=0.6764
grt_setup_unrepaired=no
layout_min_cycle_time_ns=8.657
finalMaxSlewViolations=0
hold_violations=0
setup_viol=0

[detailed_routing]
via_count=28760
first_pass_iters=7
post_drt_wl_per_cell_um=29.64
wl_mm=156.2
drtAntennaViolNets=0
drt_iter0_drc=1872
drc_errors=0
viasPerCell=5.457

[grt]
grt_antenna_before_repair=13
grt_usage=0.2050
grt_pass1_wl_mm=223.4
grt_use_met2=0.3054
met3_usage=0.1622
grt.met1_usage=0.2271
grt_pass1_vias=31690
grt_max_degree=85
grt.overflow.total=0
grt-busiest-layer=met2

[clock_tree]
clockBufferDepth=3
cts_setup_buffers=0
ctsResizeCount=0
hold_buffers=0
cts.clk_slew.worst_paths_ns=0.06
cts_sinks=1056
cts_made_buffers=113
cts_tree=yes
cts-htree-levels=3
clockRootBuffer=clkbuf_16

[critical_path]
cpMaxStageDelayCell=buf_4
cp_data_arrival_time_ns=6.10
crit_buf_inv=4
crit_family=buffers and inverters
crit_chain=buf_8 -> buf_12 -> buf_4 -> mux4_2 -> a22o_1 -> o21ai_1 -> o31ai_1 -> clkdlybuf4s50_1
path_max_fanout=76
critPathLaunchType=input pin
path_class=in -> out
worst_path_largest_cell_delay_ns=0.69
required_ns=10.24
end_kind=output port

[die]
chipArea_sq_um=162500
initCoreUtil=0.3033
num_rows=146
chipWidth_um=403.1
core_area_sq_um=159100
ios=497
die_y_um=403.1

[worst_hold_path]
hold_path_class=in -> reg
holdPathEnd=reg_array[32][20]
hp-start=write_lo[20]
worstHoldPathCells=1

[place]
dpl.hpwl_mm=97.81
portBuffers=464
routabilityCongestion=0.8979
dpl_cell_area_sq_um=55630

[finish]
comb_area_sq_um=15680
drive_gt1_frac=0.2511
area_growth_pct=22.93
fill_cells=14370
regArea_sq_um=31710
top_regs=reg_array (1056)
design_area_sq_um=59320
largest_register=reg_array
largest_register_ffs=1056

[pwr]
ir_drop_uv=136.9
power.leakage_nw=19.15
p_per_area_nw_per_um2=132.5

[job]
warnings=26
cap_violations=0

==> power breakdown <==
group	switching, mW	internal (mW)	leakage, nW
logic	0.388	0.335	7.80
registers	0.0241	3.86	9.56
clock network	1.39	1.86	1.79
==> worst max-delay path by stage <==
stage / slack (ns) / start / to / depth (start not counted)
finish: 4.14 / read_reg_1[0] / read_data_1[15] / 8
global route: 3.90 / read_reg_2[0] / read_data_2[29] / 8
CTS: 3.97 / read_reg_1[0] / read_data_1[15] / 8
==> placed cells by master, fill, tap and decap left out, types with 2 or more instances in the layout <==
cell type	netlist	routed
mux2i_1	160	160
nand3b_1	5	5
edfxtp_1	1056	1056
clkdlybuf4s50_1	0	453
buf_2	45	5
nand2_1	67	67
and2_1	34	33
nand2b_2	0	2
bufinv_16	0	11
mux2_2	64	64
buf_8	0	3
a22o_1	192	192
clkinv_2	0	23
nor2b_4	0	6
o21ai_1	64	64
mux4_2	384	384
and3_1	32	32
conb_1	1	32
inv_6	0	2
a211oi_1	64	64
o31ai_1	64	64
or3b_2	3	3
nand3_1	2	2
clkbuf_16	0	114
buf_4	59	116
nor2_4	0	33
clkinv_1	0	29
diode_2	0	3
clkbuf_1	111	18
o22ai_1	64	64
clkinv_16	0	4
buf_12	0	3
clkinvlp_4	0	6
==> metal layers <==
metal	wire, um	up-vias
li1	-	11820
met1	50290	14320
met2	72790	2287
met3	27750	311
met4	4735	33
met5	636	-
==> kinds of logic (layout without fill, tap and decap cells) <==
group / count (synthesis) / after routing / share of synthesized area
AOI/OAI and AO/OA: 448 / 448 / 0.06969
and+or+nand+nor: 186 / 186 / 0.01911
muxes: 608 / 608 / 0.2273
buffers and inverters: 245 / 792 / 0.02668
other: 1 / 35 / 0.00007771
DFF: 1056 / 1056 / 0.6571
==> stage by stage <==
step                      setup slack (ns)  total power, mW  std cells    util  hold slack (ns)
after CTS                            3.971            7.924       5268  0.3728            2.331
after floorplan                      6.230            4.326       2575       -            2.659
after global placement               3.917            4.682       5059  0.3496            3.115
after global routing                 3.898            8.099       5270  0.3728            2.356
final                                4.143            7.858       5271  0.3728            2.420
after detailed placement             3.978            4.682       5059  0.3496            3.118
==> area by class of cell <==
| class | count | share of cell area |
|---|---|---|
| sequential | 1056 | 0.5345 |
| multi-input combinational | 1274 | 0.2642 |
| timing repair buffer | 581 | 0.09354 |
| clock buffer | 132 | 0.04923 |
| tap | 2146 | 0.04526 |
| clock inverter | 77 | 0.01295 |
| inverter | 2 | 0.0001265 |
| antenna | 3 | 0.0001265 |
Power figures rest on the tool's default switching activity, not on a simulated workload.
